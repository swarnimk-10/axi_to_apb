## design/flow/config.mk

```make
export PLATFORM = sky130hd
export DESIGN_NAME = top
export DESIGN_NICKNAME = top
export VERILOG_FILES = /design/flow/design.v
export SDC_FILE = /design/flow/constraint.sdc
export NUM_CORES = 4
export LEC_CHECK = 1
export CORE_UTILIZATION = 30
```

## design/flow/constraint.sdc

```tcl
current_design top

set clk_period 7.5
set clk_io_pct 0.2

create_clock -name clk0 -period $clk_period [get_ports {clk}]

set non_clock_inputs [all_inputs -no_clocks]
set_input_delay [expr $clk_period * $clk_io_pct] -clock clk0 $non_clock_inputs
set_output_delay [expr $clk_period * $clk_io_pct] -clock clk0 [all_outputs]
```

## design/flow/design.v

```verilog
`timescale 1ns / 1ps
module apb_slave (
    input  logic        PCLK,
    input  logic        PRESETn,
    input  logic        PSEL,
    input  logic        PENABLE,
    input  logic        PWRITE,
    input  logic [31:0] PADDR,
    input  logic [31:0] PWDATA,
    output logic [31:0] PRDATA
);
    logic [31:0] mem [0:15];
    always_ff @(posedge PCLK or negedge PRESETn) begin
        if (!PRESETn) begin
            PRDATA <= 0;
        end else if (PSEL && PENABLE && PWRITE) begin
            mem[PADDR[5:2]] <= PWDATA;
        end else if (PSEL && PENABLE && !PWRITE) begin
            PRDATA <= mem[PADDR[5:2]];
        end
    end
endmodule
`timescale 1ns / 1ps
module axi_master (
    input  logic        clk,
    input  logic        rst_n,
    output logic [31:0] awaddr,
    output logic        awvalid,
    input  logic        awready,
    output logic [31:0] wdata,
    output logic        wvalid,
    input  logic        wready,
    input  logic        bvalid,
    output logic        bready
);
    typedef enum logic [1:0] {IDLE, ADDR, WRITE, RESP} state_t;
    state_t state;
    int burst_len = 4;    
    int burst_cnt;
    logic [31:0] base_addr;
    always_ff @(posedge clk or negedge rst_n) begin
        if (!rst_n) begin
            state      <= IDLE;
            awaddr     <= 0;
            awvalid    <= 0;
            wdata      <= 0;
            wvalid     <= 0;
            bready     <= 0;
            burst_cnt  <= 0;
            base_addr  <= 32'haabbccdd;
        end else begin
            case (state)
                IDLE: begin
                    awaddr   <= base_addr;
                    awvalid  <= 1;
                    burst_cnt <= 0;
                    if (awready) begin
                        awvalid <= 0;
                        state <= ADDR;
                    end
                end
                ADDR: begin
                    wdata  <= 32'h10000000 + burst_cnt;   
                    wvalid <= 1;
                    if (wready) begin
                        burst_cnt <= burst_cnt + 1;
                        if (burst_cnt == burst_len - 1) begin
                            wvalid <= 0;
                            state <= WRITE;
                        end
                    end
                end
                WRITE: begin
                    bready <= 1;
                    if (bvalid) begin
                        bready <= 0;
                        state <= RESP;
                    end
                end
                RESP: begin
                    base_addr <= base_addr + (burst_len * 4);   
                    state <= IDLE;
                end
            endcase
        end
    end
endmodule
`timescale 1ns / 1ps
module axi_to_apb_bridge (
    input  logic        clk,
    input  logic        rst_n,
    input  logic [31:0] awaddr,
    input  logic        awvalid,
    output logic        awready,
    input  logic [31:0] wdata,
    input  logic        wvalid,
    output logic        wready,
    output logic        bvalid,
    input  logic        bready,
    output logic        PSEL,
    output logic        PENABLE,
    output logic        PWRITE,
    output logic [31:0] PADDR,
    output logic [31:0] PWDATA
);
    typedef enum logic [2:0] {IDLE, SETUP, ACCESS, WAIT_DONE} state_t;
    state_t state;
    logic [31:0] addr_reg;
    int burst_cnt;
    int burst_len = 4;
    always_ff @(posedge clk or negedge rst_n) begin
        if (!rst_n) begin
            state     <= IDLE;
            awready   <= 0;
            wready    <= 0;
            bvalid    <= 0;
            PSEL      <= 0;
            PENABLE   <= 0;
            PWRITE    <= 0;
            PADDR     <= 0;
            PWDATA    <= 0;
            addr_reg  <= 0;
            burst_cnt <= 0;
        end else begin
            case (state)
                IDLE: begin
                    if (awvalid) begin
                        awready <= 1;
                    end
                    if (awvalid && awready) begin
                        addr_reg  <= awaddr;
                        burst_cnt <= 0;
                        awready   <= 0;
                        state     <= SETUP;
                    end
                end
                SETUP: begin
                    if (wvalid) begin
                        wready  <= 1;
                        PADDR   <= addr_reg;
                        PWDATA  <= wdata;
                        PWRITE  <= 1;
                        PSEL    <= 1;
                        state   <= ACCESS;
                    end
                end
                ACCESS: begin
                    wready  <= 0;
                    PENABLE <= 1;
                    state   <= WAIT_DONE;
                end
                WAIT_DONE: begin
                    PENABLE <= 0;
                    PSEL    <= 0;
                    PWRITE  <= 0;
                    burst_cnt <= burst_cnt + 1;
                    addr_reg  <= addr_reg + 4;
                    if (burst_cnt == burst_len - 1) begin
                        bvalid <= 1;
                        state  <= IDLE;
                    end else begin
                        state <= SETUP;
                    end
                end
            endcase
            if (bvalid && bready) begin
                bvalid <= 0;
                awready <= 1;
                burst_cnt  <= 0;
            end
        end
    end
endmodule
`timescale 1ns / 1ps
module top (
    input  logic clk,
    input  logic rst_n,
    output logic [31:0] awaddr, wdata, PADDR, PWDATA,
    output logic awvalid, awready, wvalid, wready,
    output logic bvalid, bready,
    output logic PSEL, PENABLE, PWRITE,
    output logic [31:0] PRDATA
);
    logic [31:0] awaddr_internal, wdata_internal, PADDR_internal, PWDATA_internal;
    logic awvalid_internal, awready_internal, wvalid_internal, wready_internal;
    logic bvalid_internal, bready_internal;
    logic PSEL_internal, PENABLE_internal, PWRITE_internal;
    logic [31:0] PRDATA_internal;
    axi_master axi_master_inst (
        .clk(clk),
        .rst_n(rst_n),
        .awaddr(awaddr_internal),
        .awvalid(awvalid_internal),
        .awready(awready_internal),
        .wdata(wdata_internal),
        .wvalid(wvalid_internal),
        .wready(wready_internal),
        .bvalid(bvalid_internal),
        .bready(bready_internal)
    );
    axi_to_apb_bridge bridge_inst (
        .clk(clk),
        .rst_n(rst_n),
        .awaddr(awaddr_internal),
        .awvalid(awvalid_internal),
        .awready(awready_internal),
        .wdata(wdata_internal),
        .wvalid(wvalid_internal),
        .wready(wready_internal),
        .bvalid(bvalid_internal),
        .bready(bready_internal),
        .PSEL(PSEL_internal),
        .PENABLE(PENABLE_internal),
        .PWRITE(PWRITE_internal),
        .PADDR(PADDR_internal),
        .PWDATA(PWDATA_internal)
    );
    apb_slave apb_slave_inst (
        .PCLK(clk),
        .PRESETn(rst_n),
        .PSEL(PSEL_internal),
        .PENABLE(PENABLE_internal),
        .PWRITE(PWRITE_internal),
        .PADDR(PADDR_internal),
        .PWDATA(PWDATA_internal),
        .PRDATA(PRDATA_internal)
    );
    assign awaddr  = awaddr_internal;
    assign wdata   = wdata_internal;
    assign PADDR   = PADDR_internal;
    assign PWDATA  = PWDATA_internal;
    assign awvalid = awvalid_internal;
    assign awready = awready_internal;
    assign wvalid  = wvalid_internal;
    assign wready  = wready_internal;
    assign bvalid  = bvalid_internal;
    assign bready  = bready_internal;
    assign PSEL    = PSEL_internal;
    assign PENABLE = PENABLE_internal;
    assign PWRITE  = PWRITE_internal;
    assign PRDATA  = PRDATA_internal;
endmodule
```

## design/flow/run.sh

```bash
#!/bin/bash
# OpenROAD 26Q1-2900-gdf79404cd8, Yosys 0.63+post, stock flow scripts
make -C /OpenROAD-flow-scripts/flow DESIGN_CONFIG=/design/flow/config.mk WORK_HOME=/design/flow/orfs finish
```

==> Slide: Implementation Results <==
Synthesis and Place & Route Summary

Timing
  • Setup_tns: 0 ns
  • F_max: roughly 320 MHz
  • Least-Margin Pin Slew: 0.949 ns
  • Max-slew violations: 0
  • Setup Skew: 0.0161 ns
  • Final hold violation count: 0
  • Setup violations, final: 0
  • Fin crit period: 3.11 ns
  • Fin crit share: about two fifths
  • Unrepaired setup endpoints after global routing: false
  • Rel. slew slack: 36.0%

Die
  • Boundary pin count: 171
  • Fp util: 30.4%
  • Core ar.: 0.0431 sq mm
  • # rows: around 76
  • Die Size: 0.0445 sq mm
  • Chip Width: 211 um
  • Die Height: approximately 210 um

Logic synthesis
  • Mapped Area: 0.0131 sq mm
  • Cell count in the Yosys report: 1,153
  • Mapped Cells: 1,153
  • Top-count cell post-synth: dfrtp_1
  • Sequential share of the synthesized area: 56.5%
  • Most instantiated cells after synthesis: 276 x dfrtp_1, 144 x mux2_2, 93 x nand2_1, 72 x nand3_1, 64 x clkbuf_1
  • Yosys chip area: 0.0131 sq mm
  • Post-synth top area cell: dfrtp_1
  • Ys flop type: dfrtp_1
  • Syn Area/Cell: 11.4 sq um
  • Unique cell types: 62
  • FFs w/ async S/R, synth: 100%
  • Biggest area cells: dfrtp_1 53%, mux2_2 12%, dfstp_2 3.8%
  • Post-synth EDFFs: 0
  • Top cell area share: between 50% and 60%
  • YS warnings: 4
  • Synth flops: 295

Hold path
  • Hold EP: apb_slave_inst.PRDATA[10]
  • HP Class: reg2reg
  • Hold Crit Depth: 0
  • Worst Hold Launch: apb_slave_inst.PRDATA[10]

Clock tree
  • Clock-pin slew on the worst setup and hold paths: 0.06 ns
  • CTS buffer count: 35
  • CTS resizes: 0
  • Clk buf depth: 3
  • Clock sinks: just under 300
  • H-tree depth: 2
  • Root buffer cell: clkbuf_16
  • CTS Hold Bufs: 0
  • CTS tree: done
  • Postcts setup bufs: 0
  • Clk Latency, worst-skew pair: 0.54 ns

Place
  • Dpl hpwl: 20,400 um
  • DP Area: about 0.015 sq mm
  • # port buffers: 168
  • Gpl congestion: 0.881

Job
  • OpenROAD warning count: 28
  • Max-Cap Viols: 0

Routing
  • Antenna Nets Post-Route: 0
  • Iteration-0 DRC Markers: 521
  • DR pass1 iterations: 4
  • WL/cell: 16.4 um
  • Diodes inserted: 0
  • DRC: 0
  • Vias: 9,301
  • DR vias/cell: 4.90
  • Detailed Route WL: 31,100 um

Power and ir drop
  • Cell Pwr Density: 204 mW/mm^2
  • Power, Total: 3.36 mW
  • Worst IR Drop VDD: ~120 uV
  • Static leakage: around 7.4 nW

Cells and area
  • Area growth, synth to finish: 25.8%
  • Final Cell Area: 0.0165 sq mm
  • Share of cells above drive strength 1: around a fifth

Global routing
  • First-pass GRT wire length: 50,000 um
  • Vias in the first global route: 8,870
  • GRT Overall Usage: 14.5%
  • GRT overflow: 0
  • Largest net degree at the start of global routing: 120
  • Initial antenna violation count: 0

Worst setup path
  • Crit path DAT: 1.61 ns
  • WS Path Type: reg2out
  • Top delay family on crit path: buffers and inverters
  • Internal reg-to-reg setup slack: 4.66 ns
  • Crit-path cells: clkdlybuf4s50_1
  • RR Endpoint: bridge_inst.burst_cnt[31]
  • Crit path launch type: register
  • Critical Path Slowest Stage Cell: clkdlybuf4s50_1
  • Worst path required time: around 6.0 ns
  • CP Capture Type: output pin
  • Cells on worst reg2reg path: 6
  • Critical path's largest stage delay: 0.57 ns
  • Worst r2r src: axi_master_inst.awvalid
  • Critical path buffers and inverters: 1
  • Worst Path Max Fanout: 8

Status
  • Run status: completed
-- metal layers --
| metal | GRT usage [%] | up-vias | share of wire [%] |
|---|---|---|---|
| li1 | - | 4450 | - |
| met1 | 22.9 | 4577 | 47 |
| met2 | 20.8 | 219 | 45 |
| met3 | 3.13 | 55 | 5.4 |
| met4 | 3.67 | 0 | 3.0 |
| met5 | 0 | - | 0 |
-- power by group --
group,switching [mW],internal [mW]
Combinational,0.0306,0.00245
Sequential,0,1.59
Clock,0.674,1.06
Total,0.705,2.65
-- area by class of cell --
class	instances	area [sq um]
inverters	17	63.8
clock inverters	12	159
multi-input cells	753	5280
clock buffers	51	1030
repair buffers	185	1830
well taps	585	732
flip-flops and latches	295	7410
fillers	4068	26600
-- cell families (layout without fill, tap and decap cells) --
| group | count (synthesis) | in the layout | share of synthesized area [%] |
|---|---|---|---|
| muxes | 167 | 167 | 14.1 |
| xor gates and xnor gates | 46 | 46 | 3.07 |
| and+or+nand+nor | 368 | 368 | 14.5 |
| buffers and inverters | 106 | 265 | 3.28 |
| DFF | 295 | 295 | 56.5 |
| adders and majority gates | 6 | 6 | 0.573 |
| AOI/OAI and AO/OA | 164 | 164 | 7.92 |
| other | 1 | 2 | 0.0286 |
-- worst max path at each step --
stage | startpoint | endpoint | slack (ns) | cells after the start
after CTS | bridge_inst.wready | wready | 4.33 | 1
after global routing | bridge_inst.wready | wready | 4.31 | 1
final | bridge_inst.wready | wready | 4.39 | 1
-- metrics by stage --
step / hold WS [ns] / std cells / util, % / worst slack (ns)
after floorplan: 0.396 / 1154 / - / 5.50
after global placement: 0.365 / 1835 / 35.5 / 4.10
after detailed placement: 0.364 / 1835 / 35.5 / 4.07
after CTS: 0.378 / 1898 / 38.3 / 4.33
after global routing: 0.385 / 1898 / 38.3 / 4.31
final: 0.374 / 1898 / 38.3 / 4.39
-- cells in the final DEF (no fill, tap or decap), types with 3 or more instances in the layout --
cell type and instances:
a21oi_1 40, a221o_1 3, a31oi_1 8, a41o_1 3
and2_1 8, and3_1 24, and4_1 9, buf_4 16
bufinv_16 3, clkbuf_1 8, clkbuf_16 36, clkbuf_8 7
clkdlybuf4s50_1 167, clkinv_2 4, dfrtp_1 275, dfstp_2 19
ha_1 6, inv_1 17, mux2_2 144, mux2i_1 23
nand2_1 93, nand2b_1 6, nand3_1 72, nand4_1 43
nor2_1 49, nor2b_1 4, nor3_1 16, nor4_1 21
o211ai_1 6, o21ai_0 47, o22ai_1 22, o311ai_0 3
o31ai_1 8, or3_1 8, or4_1 4, xnor2_1 23
xor2_1 23
Power figures rest on the tool's default switching activity, not on a simulated workload.
